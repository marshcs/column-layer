===== design/flow/design.v =====
module cn_s #(
	parameter	MSG_WIDTH 	= 6,
	parameter	MIN_NUM		= 3,	 
	parameter	COL_CNT_WID = 7
) (
	input									i_clk			,
	input									i_rst_n			,
	input									i_vld			,
	input	[MSG_WIDTH-1:0]					i_v2c			,	 
	input	[COL_CNT_WID-1:0]				i_col_cnt		,
	output	[(MSG_WIDTH-1)*2-1:0]			o_v2c_abs		,
	output	[COL_CNT_WID-1:0]				o_v2c_idx		,
	output									o_v2c_sign		,
	output									o_v2c_sign_tot	
);
genvar i;
localparam	IDX_WID 		= 2;
localparam	COM_RES_WID 	= 3;
localparam ABS_WID = MSG_WIDTH-1;
wire	[ABS_WID*MIN_NUM-1:0]		w_v2c_sorted		;
wire	[IDX_WID	*MIN_NUM-1:0]	w_v2c_idx_sort		;
wire	[COL_CNT_WID*MIN_NUM-1:0]	w_v2c_idx_sorted	;
reg		[ABS_WID-1:0]			r_v2c_queue		[0:MIN_NUM-1];
reg 	[COL_CNT_WID-1:0]		r_v2c_idx_queue	[0:MIN_NUM-1];
generate
	for(i=0; i<MIN_NUM; i=i+1)	begin: C2V_Queue
		always@(posedge i_clk)	begin
			if(~i_rst_n)				r_v2c_queue[i] <= {ABS_WID{1'b1}}								;
			else if(i_vld)				r_v2c_queue[i] <= w_v2c_sorted[ABS_WID*(i+1)-1:ABS_WID*i]	;
			else; 
		end
		always@(posedge i_clk)	begin
			if(~i_rst_n)				r_v2c_idx_queue[i] <= {COL_CNT_WID{1'b1}}									;
			else if(i_vld)				r_v2c_idx_queue[i] <= w_v2c_idx_sorted[COL_CNT_WID*(i+1)-1:COL_CNT_WID*i]	;
			else;
		end
	end
endgenerate
reg	r_v2c_sign;
always@(posedge i_clk) r_v2c_sign <= i_v2c[MSG_WIDTH-1];
wire	[ABS_WID-1:0]			w_v2c_abs	[0:MIN_NUM]	;
wire	[COL_CNT_WID-1:0]		w_v2c_idx	[0:MIN_NUM]	;
wire	[MIN_NUM:0]				w_is_replace			;
generate
	for(i=0; i < MIN_NUM; i = i+1) begin
		assign	w_v2c_idx[i] = r_v2c_idx_queue[i];
		assign 	w_v2c_abs[i] = w_v2c_idx[i] == i_col_cnt ? i_v2c[ABS_WID-1:0] : r_v2c_queue[i];
		assign	w_is_replace[i] = i_col_cnt == w_v2c_idx[i];
	end
endgenerate
assign	w_is_replace[MIN_NUM] = |w_is_replace[MIN_NUM-1:0];
assign	w_v2c_abs[MIN_NUM] = w_is_replace[MIN_NUM] ? {ABS_WID{1'b1}} : i_v2c[ABS_WID-1:0];
assign	w_v2c_idx[MIN_NUM] = w_is_replace[MIN_NUM] ? {COL_CNT_WID{1'b1}} : i_col_cnt;
wire	[ABS_WID*(MIN_NUM+1)-1:0]	w_v2c_abs_bus		;
generate
	for(i=0; i<= MIN_NUM; i=i+1)	begin
		assign	w_v2c_abs_bus[ABS_WID*(i+1)-1:ABS_WID*i] = w_v2c_abs[i];
	end
endgenerate
min #(
	.ABS_WID	(ABS_WID),
	.IN_NUM		(MIN_NUM + 1),
	.MIN_NUM	(MIN_NUM	),
	.IDX_WID	(IDX_WID	),
	.COM_RES_WID(COM_RES_WID)
) min_inst (
	.i_data	(w_v2c_abs_bus	),
	.o_data	(w_v2c_sorted	),
	.o_idx	(w_v2c_idx_sort	)
);
generate
	for(i=0; i<MIN_NUM; i=i+1)	begin
		assign	w_v2c_idx_sorted[(i+1)*COL_CNT_WID-1:i*COL_CNT_WID] = w_v2c_idx[w_v2c_idx_sort[(i+1)*IDX_WID-1:i*IDX_WID]];		
	end
endgenerate
reg r_sign_tot;
always@(posedge i_clk)	begin
	if(~i_rst_n)			r_sign_tot <= 1'd0;
	else if(i_vld)			r_sign_tot <= i_v2c[MSG_WIDTH-1] ^ r_sign_tot;
	else;
end
assign	o_v2c_idx = r_v2c_idx_queue[0];
assign	o_v2c_abs = {r_v2c_queue[1], r_v2c_queue[0]};
assign	o_v2c_sign = i_v2c[MSG_WIDTH-1];
assign	o_v2c_sign_tot = r_sign_tot;
endmodule
module	min #(
	parameter	ABS_WID = 6,
	parameter	IN_NUM	= 4,
	parameter	MIN_NUM = 3,
	parameter	IDX_WID = 3,
	parameter	COM_RES_WID = 3
) (
	input	[ABS_WID*IN_NUM-1:0]	i_data,
	output	[ABS_WID*MIN_NUM-1:0]	o_data,		 
	output	[IDX_WID*MIN_NUM-1:0]	o_idx		 
);
wire [ABS_WID-1:0]	w_data [0:IN_NUM-1];
reg		[ABS_WID-1:0]		r_new_min				[MIN_NUM-1:0]	;
reg 	[IDX_WID-1:0]		r_new_min_idx			[MIN_NUM-1:0]	;
genvar i;
generate
	for(i=0;i<IN_NUM; i=i+1)	begin
		assign w_data[i] = i_data[ABS_WID*(i+1)-1:ABS_WID*i];
	end
endgenerate
reg [IN_NUM-1:0] r_cross_comp [0:IN_NUM-1];
genvar j;
generate
	for(i=0; i<IN_NUM; i=i+1)	begin: Cross_Compare
		for(j=0; j<IN_NUM; j=j+1)	begin
			if(i<=j)	begin
				always@(*)	r_cross_comp[i][j] = (w_data[i] <= w_data[j]);
			end 
			else begin
				always@(*)	r_cross_comp[i][j] = (w_data[i] < w_data[j]);
			end
		end
	end
endgenerate
wire	[COM_RES_WID-1:0]	w_comp_result_sum[0:IN_NUM-1];
generate
	if(IN_NUM == 4)	begin
		assign w_comp_result_sum[3] = r_cross_comp[3][3] + r_cross_comp[3][2] + r_cross_comp[3][1] + r_cross_comp[3][0];
		assign w_comp_result_sum[2] = r_cross_comp[2][3] + r_cross_comp[2][2] + r_cross_comp[2][1] + r_cross_comp[2][0];
		assign w_comp_result_sum[1] = r_cross_comp[1][3] + r_cross_comp[1][2] + r_cross_comp[1][1] + r_cross_comp[1][0];
		assign w_comp_result_sum[0] = r_cross_comp[0][3] + r_cross_comp[0][2] + r_cross_comp[0][1] + r_cross_comp[0][0];
		for(i=0; i<MIN_NUM; i=i+1)	begin: find_min
			always@(*)	begin
				if(w_comp_result_sum[0] == IN_NUM-i)	begin
					r_new_min[i] = w_data[0]	;
					r_new_min_idx[i] = 0		;
				end
				else if(w_comp_result_sum[1] == IN_NUM-i)	begin
					r_new_min[i] = w_data[1]	;
					r_new_min_idx[i] = 1		;
				end
				else if(w_comp_result_sum[2] == IN_NUM-i)	begin
					r_new_min[i] = w_data[2]	;
					r_new_min_idx[i] = 2		;
				end
				else begin
					r_new_min[i] = w_data[3]	;
					r_new_min_idx[i] = 3		;
				end
			end
		end
	end
endgenerate
generate
	for(i=0; i< MIN_NUM; i=i+1)	begin: out_assign
		assign	o_data[(i+1)*ABS_WID-1:i*ABS_WID] = r_new_min[i];
		assign	o_idx[(i+1)*IDX_WID-1:i*IDX_WID] = r_new_min_idx[i];
	end
endgenerate
endmodule

===== design/flow/run.sh =====
#!/bin/bash
# OpenROAD 26Q1-2900-gdf79404cd8, Yosys 0.63+post, stock flow scripts
make -C /OpenROAD-flow-scripts/flow DESIGN_CONFIG=/design/flow/config.mk WORK_HOME=/design/flow/orfs finish

===== design/flow/config.mk =====
export PLATFORM = sky130hd
export DESIGN_NAME = cn_s
export DESIGN_NICKNAME = cn_s
export VERILOG_FILES = /design/flow/design.v
export SDC_FILE = /design/flow/constraint.sdc
export NUM_CORES = 4
export LEC_CHECK = 1
export CORE_UTILIZATION = 50

===== design/flow/constraint.sdc =====
current_design cn_s

set clk_period 13.0
set clk_io_pct 0.2

create_clock -name clk0 -period $clk_period [get_ports {i_clk}]

set non_clock_inputs [all_inputs -no_clocks]
set_input_delay [expr $clk_period * $clk_io_pct] -clock clk0 $non_clock_inputs
set_output_delay [expr $clk_period * $clk_io_pct] -clock clk0 [all_outputs]

==> impl_results.html <==
<p>Metrics extracted from the flow reports.</p>
<table>
<tr><th>Metric</th><th>Value</th></tr>
<tr><th colspan="2">Detailed routing</th></tr>
<tr><td>DR vias</td><td>3,792</td></tr>
<tr><td>Met2 WL post-DR</td><td>between 5000 and 6000 um</td></tr>
<tr><td>Inserted Diodes</td><td>0</td></tr>
<tr><td>Uppermost metal layer occupied by signal nets</td><td>met4</td></tr>
<tr><td>Final wirelength</td><td>12,200 um</td></tr>
<tr><td>Routed len/inst</td><td>about 20 um</td></tr>
<tr><td>Met1 routed wirelength after detailed routing</td><td>5400 um</td></tr>
<tr><td>Initial DRC Count</td><td>389</td></tr>
<tr><td>Post-route DRC violation count</td><td>0</td></tr>
<tr><td>Number of nets with antenna violations after routing</td><td>0</td></tr>
<tr><td>Met3 wire length</td><td>1490 um</td></tr>
<tr><td>Number of iterations in the first detailed-routing pass</td><td>5</td></tr>
<tr><td>Detail-routed via count per cell</td><td>6.26</td></tr>
<tr><th colspan="2">Floorplanning</th></tr>
<tr><td>Floorplan die height</td><td>86.2 um</td></tr>
<tr><td>Share of the core filled by cells before placement</td><td>51.9%</td></tr>
<tr><td>Row count</td><td>30</td></tr>
<tr><td>Area of the core</td><td>0.00683 mm^2</td></tr>
<tr><td>Boundary Pins</td><td>35</td></tr>
<tr><td>Chip area</td><td>0.00743 mm^2</td></tr>
<tr><td>Overall die width</td><td>around 86 um</td></tr>
<tr><th colspan="2">Clock tree</th></tr>
<tr><td>Inserted Clock Buffers</td><td>5</td></tr>
<tr><td>Clock insertion delay at the later pin of the skew report</td><td>0.29 ns</td></tr>
<tr><td>Number of gates resized after cts</td><td>0</td></tr>
<tr><td>Clock root buffer</td><td>sky130_fd_sc_hd__clkbuf_8</td></tr>
<tr><td>Buffer levels on the longest clock path</td><td>2</td></tr>
<tr><td>H-tree depth</td><td>2</td></tr>
<tr><td>Hold bufs inserted after CTS</td><td>0</td></tr>
<tr><td>TritonCTS clock tree</td><td>yes</td></tr>
<tr><td>Clk pin slew, worst setup/hold paths</td><td>0.08 ns</td></tr>
<tr><td>Number of sinks handled by clock tree synthesis</td><td>37</td></tr>
<tr><td>Post-CTS Setup Repair Bufs</td><td>0</td></tr>
<tr><th colspan="2">GRT</th></tr>
<tr><td>Number of global-route vias before repair</td><td>3,497</td></tr>
<tr><td>Pin count of the biggest net entering global routing</td><td>34</td></tr>
<tr><td>Total congestion overflow</td><td>0</td></tr>
<tr><td>Global-route total usage across every layer</td><td>34.9%</td></tr>
<tr><td>Antenna violations before repair</td><td>0</td></tr>
<tr><td>Global-route wire length before repair</td><td>between 15,000 and 20,000 um</td></tr>
<tr><th colspan="2">Synthesis</th></tr>
<tr><td>Flip-flop and latch count after synthesis</td><td>37</td></tr>
<tr><td>Library cell with the highest instance count after synthesis</td><td>sky130_fd_sc_hd__nand2_1</td></tr>
<tr><td>Top cells by count</td><td>sky130_fd_sc_hd__nand2_1 (61), sky130_fd_sc_hd__o21ai_0 (55), sky130_fd_sc_hd__nor2_1 (47)</td></tr>
<tr><td>EDFF count, synth</td><td>0</td></tr>
<tr><td>Number of warnings printed during yosys synthesis</td><td>7</td></tr>
<tr><td>Async set-or-reset flop fraction in the synthesized netlist</td><td>0%</td></tr>
<tr><td>Share of the synthesized area in the top cell type</td><td>20.9%</td></tr>
<tr><td>Sequential fraction of the synthesis area</td><td>approximately a fifth</td></tr>
<tr><td>Chip area estimate from yosys synthesis</td><td>about 0.0035 mm^2</td></tr>
<tr><td>Area of the mapped netlist</td><td>0.00354 mm^2</td></tr>
<tr><td>Cell count listed in synth_stat.txt</td><td>485</td></tr>
<tr><td>Distinct cell type count of the synthesized netlist</td><td>51</td></tr>
<tr><td>Top area cell types</td><td>sky130_fd_sc_hd__dfxtp_1 (21%), sky130_fd_sc_hd__ha_1 (11%), sky130_fd_sc_hd__o21ai_0 (7.8%)</td></tr>
<tr><td>Post-Synthesis Cells</td><td>485</td></tr>
<tr><td>Avg Inst Size Synth</td><td>~7.3 um^2</td></tr>
<tr><td>Library cell with the largest summed area after synthesis</td><td>sky130_fd_sc_hd__dfxtp_1</td></tr>
<tr><td>Top FF cell, synth</td><td>sky130_fd_sc_hd__dfxtp_1</td></tr>
<tr><th colspan="2">STA</th></tr>
<tr><td>Setup repair after global routing missed its margin</td><td>no</td></tr>
<tr><td>Fin crit share</td><td>64.1%</td></tr>
<tr><td>Transition at the pin with the smallest max-transition slack</td><td>about 0.97 ns</td></tr>
<tr><td>Total of endpoints with negative setup slack in the final report</td><td>0</td></tr>
<tr><td>Worst Clk Skew</td><td>0.0101 ns</td></tr>
<tr><td>Tmin final</td><td>8.33 ns</td></tr>
<tr><td>Top achievable clock speed</td><td>0.120 GHz</td></tr>
<tr><td>Hold Vio Cnt, Final</td><td>0</td></tr>
<tr><td>Worst rel slew slack</td><td>between 30% and 40%</td></tr>
<tr><td>Final Max Tran Viols</td><td>0</td></tr>
<tr><td>Setup Total Neg Slack</td><td>0 ns</td></tr>
<tr><th colspan="2">Worst setup path</th></tr>
<tr><td>Data required time of the critical path</td><td>approximately 13 ns</td></tr>
<tr><td>Worst path cell trace</td><td>clkdlybuf4s50_1, xnor2_1, nand4_1, nor4_4, mux2i_1, inv_1, ha_1, nor2b_1, o21a_1, o21a_1, o21ai_0, nand2b_1, a31oi_1, ha_1, inv_1, ha_1, or2_2, nand2_1, nor2_1, o21ai_0, a31oi_1</td></tr>
<tr><td>Critical Path Sink Type</td><td>register</td></tr>
<tr><td>CP dominant cell by count</td><td>sky130_fd_sc_hd__ha_1</td></tr>
<tr><td>R2R depth</td><td>22</td></tr>
<tr><td>Worst Path Max Fanout</td><td>15</td></tr>
<tr><td>Arrival time at the worst endpoint</td><td>8.54 ns</td></tr>
<tr><td>Type of the worst setup path</td><td>in2reg</td></tr>
<tr><td>Slowest stage cell, crit path</td><td>sky130_fd_sc_hd__mux2i_1</td></tr>
<tr><td>Capture point of the worst path</td><td>r_v2c_idx_queue[0][1]</td></tr>
<tr><td>Max incr delay on CP</td><td>0.67 ns</td></tr>
<tr><td>Launching instance or port of the critical path</td><td>i_col_cnt[0]</td></tr>
<tr><td>Kind of start point of the critical path</td><td>input pin</td></tr>
<tr><td>Number of buffers and inverters on the critical path</td><td>3</td></tr>
<tr><td>Stages on worst setup path</td><td>21</td></tr>
<tr><td>Reg2reg start</td><td>r_v2c_idx_queue[0][6]</td></tr>
<tr><td>R2R setup slack</td><td>approximately 7.2 ns</td></tr>
<tr><td>Endpoint of the worst-slack reg-to-reg timing path</td><td>r_v2c_idx_queue[0][1]</td></tr>
<tr><td>Top cell family by delay on the critical path</td><td>simple AND/OR/NAND/NOR gates</td></tr>
<tr><th colspan="2">Layout</th></tr>
<tr><td>Final core utilization</td><td>59.5%</td></tr>
<tr><td>Non-Filler Instances</td><td>606</td></tr>
<tr><td>Area Overhead vs Synth</td><td>14.8%</td></tr>
<tr><td>Ratio of cells with drive above 1 in the final layout</td><td>6.08%</td></tr>
<tr><td>Final std cell area, no fill</td><td>between 0.004 and 0.005 mm^2</td></tr>
<tr><th colspan="2">Worst hold path</th></tr>
<tr><td>WHS Path Cells</td><td>2</td></tr>
<tr><td>Worst min-delay path category</td><td>reg2reg</td></tr>
<tr><th colspan="2">Run status</th></tr>
<tr><td>Status</td><td>completed</td></tr>
<tr><th colspan="2">Place</th></tr>
<tr><td>Post-placement cell area</td><td>0.00395 mm^2</td></tr>
<tr><td>Gpl congestion</td><td>1.03</td></tr>
<tr><td>Half-perimeter wire length after detailed placement</td><td>8630 um</td></tr>
<tr><td>Placed cell count</td><td>roughly 600</td></tr>
<tr><td>PortBufs</td><td>34</td></tr>
<tr><th colspan="2">Job</th></tr>
<tr><td>Max capacitance violation total</td><td>0</td></tr>
<tr><td>Stage-log warning count</td><td>26</td></tr>
</table>
==> per-stage QoR <==
stage | worst slack [ns] | hold slack [ns]
after floorplan | 5.86 | 0.457
after global placement | 4.63 | 0.494
after detailed placement | 4.57 | 0.496
after CTS | 4.84 | 0.507
after global routing | 4.30 | 0.544
final | 4.67 | 0.511
==> how the worst min path moves through the flow <==
stage | slack [ns] | to | startpoint
after CTS | 0.51 | r_v2c_queue[2][0] | r_v2c_queue[2][0]
after global routing | 0.54 | r_v2c_queue[2][4] | r_v2c_queue[2][4]
final | 0.51 | r_v2c_queue[2][0] | r_v2c_queue[2][0]
==> cells by family after synthesis <==
kind of cell    synth area share, %
simple gates                   24.3
compound gates                 26.9
buf+inv                        6.36
flops                          20.9
fa+ha+maj                      11.9
xor+xnor                       5.44
mux                            4.24
==> sequential cells by signal, summed over array words and instances (netlist names) <==
| name | count |
|---|---|
| r_v2c_idx_queue | 21 |
| r_v2c_queue | 15 |
| r_sign_tot | 1 |
==> final cells by class <==
type / count / area [um^2]
Sequential cell: 37 / 741
Fill cell: 649 / 2760
Multi-Input combinational cell: 397 / 2580
Timing Repair Buffer: 46 / 430
Tap cell: 96 / 120
Clock inverter: 1 / 30.0
Inverter: 22 / 82.6
Clock buffer: 7 / 86.3
==> routing by layer <==
layer / vias to the layer above / global-route usage [%]
met2: 240 / 48.2
met5: - / 0
li1: 1815 / -
met1: 1704 / 54.5
met4: 0 / 8.94
met3: 33 / 9.47
==> worst register-to-register path, delay by kind of cell (launching register included) <==
kind,cells,cell delay [ns]
AOI/OAI and AO/OA,4,0.75
adders and majority gates,4,1.09
and+or+nand+nor,7,1.92
muxes,2,0.88
buffers and inverters,4,0.54
DFF,1,0.41
xor gates and xnor gates,1,0.15
==> layout by cell type (no fill, tap or decap), types with 5 or more instances in the layout <==
| cell | count |
|---|---|
| sky130_fd_sc_hd__o211ai_1 | 8 |
| sky130_fd_sc_hd__a31oi_1 | 20 |
| sky130_fd_sc_hd__nor3_1 | 11 |
| sky130_fd_sc_hd__a21oi_1 | 15 |
| sky130_fd_sc_hd__nand2b_1 | 6 |
| sky130_fd_sc_hd__nand4_1 | 7 |
| sky130_fd_sc_hd__or2_2 | 7 |
| sky130_fd_sc_hd__and3_1 | 8 |
| sky130_fd_sc_hd__nand3_1 | 13 |
| sky130_fd_sc_hd__inv_1 | 22 |
| sky130_fd_sc_hd__clkbuf_8 | 6 |
| sky130_fd_sc_hd__xnor2_1 | 19 |
| sky130_fd_sc_hd__nor2b_1 | 5 |
| sky130_fd_sc_hd__mux2i_1 | 15 |
| sky130_fd_sc_hd__ha_1 | 32 |
| sky130_fd_sc_hd__o221ai_1 | 17 |
| sky130_fd_sc_hd__buf_4 | 12 |
| sky130_fd_sc_hd__o21a_1 | 7 |
| sky130_fd_sc_hd__clkdlybuf4s50_1 | 34 |
| sky130_fd_sc_hd__o21ai_0 | 55 |
| sky130_fd_sc_hd__dfxtp_1 | 37 |
| sky130_fd_sc_hd__nor2_1 | 47 |
| sky130_fd_sc_hd__nand2_1 | 61 |
| sky130_fd_sc_hd__and2_1 | 5 |
