$ cat ./run.sh
#!/bin/bash
# OpenROAD 26Q1-2900-gdf79404cd8, Yosys 0.63+post, stock flow scripts
make -C /OpenROAD-flow-scripts/flow DESIGN_CONFIG=/design/flow/config.mk WORK_HOME=/design/flow/orfs finish
$ cat ./constraint.sdc
current_design vn

set clk_period 11.6
set clk_io_pct 0.2

create_clock -name clk0 -period $clk_period [get_ports {i_clk}]

set non_clock_inputs [all_inputs -no_clocks]
set_input_delay [expr $clk_period * $clk_io_pct] -clock clk0 $non_clock_inputs
set_output_delay [expr $clk_period * $clk_io_pct] -clock clk0 [all_outputs]
$ cat ./design.v
module vn #(
	parameter	MSG_WIDTH 	= 6,
	parameter	PCM_ROWN	= 6		 
) (
	input									i_clk		,
	input									i_rst_n		,
	input	[MSG_WIDTH-1:0]					i_llr		,
	input	[MSG_WIDTH*PCM_ROWN-1:0]		i_c2v_bus	,
	output	reg								o_app		,			
	output	reg	[MSG_WIDTH*PCM_ROWN-1:0]	o_v2c_bus	
);
wire	signed	[MSG_WIDTH-1:0]	w_c2v [0:PCM_ROWN-1];
wire	signed	[MSG_WIDTH-1:0]	w_i_llr;
assign w_i_llr = i_llr;
genvar i;
generate
	for(i=0; i<PCM_ROWN; i=i+1)	begin: INPUT_ASSIGN
		assign	w_c2v[i] = i_c2v_bus[MSG_WIDTH*(i+1)-1:MSG_WIDTH*i];
	end
endgenerate
localparam	POS_MAX = (1 << MSG_WIDTH-1)-1	;
localparam	NEG_MAX = - POS_MAX				;
wire signed	[MSG_WIDTH + PCM_ROWN-1:0]	w_sum;
generate
	if(PCM_ROWN == 6)	begin
		assign	w_sum = w_c2v[0] + w_c2v[1] + w_c2v[2] + w_c2v[3]+ w_c2v[4]+ w_c2v[5] + w_i_llr; 
	end
	else;
endgenerate
wire	signed	[MSG_WIDTH + (PCM_ROWN+1)-1 : 0]	w_v2c_pre	[0:PCM_ROWN-1];
wire	signed	[MSG_WIDTH-1:0]						w_v2c		[0:PCM_ROWN-1];
generate
	for(i=0; i<PCM_ROWN; i=i+1) begin: SUB
		assign	w_v2c_pre[i] 	= w_sum - w_c2v[i];
		assign	w_v2c[i]		= w_v2c_pre[i] > POS_MAX ? POS_MAX : w_v2c_pre[i] < NEG_MAX ? NEG_MAX : w_v2c_pre[i]; 
	end
endgenerate
wire	[MSG_WIDTH-1:0]	w_v2c_sign_mag	[0:PCM_ROWN-1];
generate
	for(i=0; i<PCM_ROWN; i=i+1)	begin: T_to_S
		assign	w_v2c_sign_mag[i] = w_v2c[i][MSG_WIDTH-1]
										? {w_v2c[i][MSG_WIDTH-1], ~w_v2c[i][MSG_WIDTH-2:0]+1}
										: w_v2c[i];
		always@(posedge i_clk)	begin
			if(~i_rst_n)				o_v2c_bus[(i+1)*MSG_WIDTH-1:i*MSG_WIDTH] <= 'd0;
			else						o_v2c_bus[(i+1)*MSG_WIDTH-1:i*MSG_WIDTH] <= w_v2c_sign_mag[i];
		end
	end
endgenerate
always @(posedge i_clk)	begin
	if(~i_rst_n)			o_app <= 0;
	else					o_app <= w_sum[MSG_WIDTH + PCM_ROWN - 1];
end
endmodule
$ cat ./config.mk
export PLATFORM = sky130hd
export DESIGN_NAME = vn
export DESIGN_NICKNAME = vn
export VERILOG_FILES = /design/flow/design.v
export SDC_FILE = /design/flow/constraint.sdc
export NUM_CORES = 4
export LEC_CHECK = 1
export CORE_UTILIZATION = 50
==> impl_metrics.ini <==
; yosys + openroad results
[synth]
ys_types = 62
yosysCellCount = 854
synth-edff-count = 0
syn_avg_cell_area_um2 = 7.830
ys_seq_share_pct = 11.08
ff_type = dfxtp_1
synth_warnings = 1
synthCells = 854
async_flop_share_pct = 0
synth_area_um2 = 6686
synth_flops = 37
ys_area_um2 = 6686

[detailed_routing]
route.detailed.drc = 0
n_antenna_cell = 0
detail_route.wirelength_um = 18610
avgViaCountPerCell = 5.939
dr.pass1.iters = 5
final_antenna_net_count = 0
avgRoutedWirePerCell_um = 16.69
routed-via-count = 6622
initialDrtViolationCount = 476

[timing]
finalHoldViolCount = 0
maxSlewViolCount = 0
fin_tns_setup_ns = 0
setup_violations = 0
relSlewSlack_pct = 32.46
fin_crit_ns = 9.577
fin_ws_ns = 2.023
hold_slack_ns = 2.826
finalCritPeriodShare_pct = 82.56
rsz0062_at_grt = no
timing.fmax_mhz = 104.4
worst_pin_slew_ns = 0.9973

[global_routing]
grt_overflow_total = 0
grt_max_degree = 16
grt_pass1_wl_um = 30100
grt_pass1_vias = 5985
antenna_found_initial = 0
grt.total_usage_pct = 27.86

[clock_tree]
clock_sinks = 37
cts_tree = done
post_cts_buffers = 0
cts_hold_buf = 0
cts_resized = 0
htreeDepth = 2
clock_tree.root_cell = clkbuf_16
clockBufferDepth = 2
cts_buffers = 5
clk_pin_slew_ns = 0.06

[min_path]
hold_path_class = input pin to flip-flop
hold_end = o_v2c_bus[30]$_SDFF_PN0_
worst_hold_startpoint = i_c2v_bus[30]
hold_path_depth = 3

[placed_design]
globalplace.congestion = 0.9542
place_hpwl_um = 15460
pre_cts_slack_ns = 1.874
placedInstanceArea_um2 = 7742
portBuffers = 80

[run_status]
status = finished clean

[critical_path]
critPathMaxStageDelay_ns = 0.56
critPathKind = input pin to flip-flop
required_ns = 11.78
critPathArrivalTime_ns = 9.76
slowest_stage = nor2_1
crit_path_max_fanout = 7
cp-end-kind = flip-flop
critPathLaunchType = input pin

[layout]
final_area_um2 = 7919
regArea_um2 = 740.7
drive_above_1_share_pct = 4.242
logic_area_um2 = 5490
lay_top_cells = 112 x inv_1, 83 x ha_1, 80 x clkdlybuf4s50_1
final_util_pct = 61.75
fillers = 1068
layout_top_cell = inv_1
syn_to_final_growth_pct = 18.43

[floorplan]
dieArea_um2 = 13840
rows = 41
design.core.area_um2 = 12820
die_h_um = 117.6
fp_util_pct = 52.14
die_w_um = 117.6
io_pins = 81

[flow_run]
max_cap_viol_count = 0
tool_warnings = 28
==> area by class of cell <==
cell class | instances | area share [%]
Tap cell | 172 | 2.718
Clock buffer | 6 | 1.754
Clock inverter | 2 | 0.4740
Multi-Input combinational cell | 696 | 69.33
Inverter | 112 | 5.309
Timing Repair Buffer | 90 | 11.06
Sequential cell | 37 | 9.354
==> registers in the layout, indices dropped and copies added, names as in the netlist <==
signal,count
o_v2c_bus,36
o_app,1
==> through the flow <==
stage / cells
after global placement: 1107
after global routing: 1115
final: 1115
after CTS: 1115
after detailed placement: 1107
after floorplan: 854
==> metal layers <==
layer / wire length, um / track usage [%] / up-vias
met5: 0 / 0 / -
met4: 442 / 5.849 / 0
met3: 1286 / 4.891 / 31
met2: 8193 / 42.54 / 216
met1: 8690 / 41.98 / 3062
li1: - / - / 3313
==> worst max-delay path by stage <==
stage | slack (ns) | endpoint | from
CTS | 2.13 | o_v2c_bus[4]$_SDFF_PN0_ | i_c2v_bus[3]
finish | 2.02 | o_v2c_bus[4]$_SDFF_PN0_ | i_c2v_bus[3]
global route | 1.66 | o_v2c_bus[4]$_SDFF_PN0_ | i_c2v_bus[3]
==> synthesized netlist by cell type (all sizes together) (4+ instances only) <==
library cell	count	area [um2]
nor3b	6	45.04
o31a	9	78.83
o31ai	8	60.06
and3	7	43.79
a211o	5	43.79
nor4	13	81.33
o21ai	47	235.2
a21o	9	67.56
and2	7	43.79
fa	40	800.8
o211ai	7	52.55
a31oi	6	37.54
a21boi	6	45.04
dfxtp	37	740.7
clkbuf	8	30.03
nand4	10	62.56
o21a	26	195.2
or4	7	52.55
ha	83	1039
inv	112	420.4
nand3b	5	37.54
or3	14	87.58
o311ai	5	43.80
o41ai	6	60.06
nand3	10	50.05
xnor2	26	227.7
a211oi	23	172.7
xor2	17	148.9
nor2	68	255.2
a311oi	10	87.58
a21oi	43	215.2
a2111oi	9	78.83
nor2b	21	131.4
nand2	38	142.6
mux2i	4	40.04
or3b	5	43.79
nor3	32	160.2
nand2b	13	81.33
o22ai	6	37.54
or2	11	68.82
==> critical path: cells and delay by family <==
family / cells / cell delay (ns)
compound gates: 8 / 1.58
fa+ha+maj: 6 / 2.67
xor+xnor: 1 / 0.46
simple gates: 5 / 1.69
buf+inv: 6 / 1.01
==> cells by family after synthesis <==
| group | after synthesis | share of synthesized area [%] |
|---|---|---|
| adder cells (fa/ha/maj) | 123 | 27.51 |
| multiplexers | 7 | 1.104 |
| flip-flops | 37 | 11.08 |
| AND-OR/OR-AND | 247 | 25.84 |
| AND/OR/NAND/NOR | 276 | 22.02 |
| buffers and inverters | 121 | 6.811 |
| XOR/XNOR | 43 | 5.632 |
